<file path="design.v">
`timescale 1ns / 1ps
module square(
    input [9:0] scan_x,
    input [8:0] scan_y,
    input [31:0] x,
    input [31:0] y,
    input [9:0] width,
    input [8:0] height,
    output draw
    );
    assign draw = (scan_x > x) & (scan_x < x + width) & (scan_y > y) & (scan_y < y + height);
endmodule
`timescale 1ns / 1ps
module win_text(
    input [9:0] scan_x,
    input [8:0] scan_y,
    input [9:0] x,
    input [8:0] y,
    output draw
    );
    wire mask;
    wire [9:0] x_shift = scan_x - x;
    wire [8:0] y_shift = scan_y - y;
    wire [17:0] x_shift_double = x_shift << 1;
    wire [16:0] x_shift_triple = x_shift_double + x_shift;
    square MASK (scan_x, scan_y, x, y, 298, 103, mask);  
    assign draw = mask & (
        ((y_shift + x_shift_triple > 298) & (y_shift + x_shift_triple < 314)) |
        ((y_shift + x_shift_triple > 504) & (y_shift + x_shift_triple < 520)) |
        ((y_shift + 108 > x_shift_triple) & (y_shift + 92 < x_shift_triple)) |
        ((y_shift + 314 > x_shift_triple) & (y_shift + 298 < x_shift_triple)) |
        ((x_shift > 200) & (x_shift < 206)) |
        ((x_shift > 240) & (x_shift < 246)) |
        ((x_shift > 292) & (x_shift < 298))  |
        ((y_shift + 492 > x_shift_double) & (y_shift + 480 < x_shift_double))                 
    );
endmodule
</file>
<file path="config.mk">
export PLATFORM = sky130hd
export DESIGN_NAME = win_text
export DESIGN_NICKNAME = win_text
export VERILOG_FILES = /design/flow/design.v
export SDC_FILE = /design/flow/constraint.sdc
export NUM_CORES = 4
export LEC_CHECK = 1
export CORE_UTILIZATION = 50
</file>
<file path="constraint.sdc">
current_design win_text

set clk_period 13.5
set clk_io_pct 0.2

create_clock -name clk0 -period $clk_period

set non_clock_inputs [all_inputs -no_clocks]
set_input_delay [expr $clk_period * $clk_io_pct] -clock clk0 $non_clock_inputs
set_output_delay [expr $clk_period * $clk_io_pct] -clock clk0 [all_outputs]
</file>
<file path="run.sh">
#!/bin/bash
# OpenROAD 26Q1-2900-gdf79404cd8, Yosys 0.63+post, stock flow scripts
make -C /OpenROAD-flow-scripts/flow DESIGN_CONFIG=/design/flow/config.mk WORK_HOME=/design/flow/orfs finish
</file>
==> Implementation_results.wiki <==
=== Synthesis and place and route ===
{| class="wikitable"
! Metric !! Value
|-
| Die width || 96.72 microns
|-
| Kind of path behind the tightest hold check || in2out
|-
| Chip area line of the yosys report || 4486 sq um
|-
| Area added between synthesis and finish || 11.13%
|-
| Actual slew at the worst max-slew pin || 0.6971 ns
|-
| Crit path capture type || output port
|-
| Cell with the largest stage delay on the worst path || sky130_fd_sc_hd__fa_1
|-
| Number of distinct standard cells referenced by the synthesized netlist || 74
|-
| Post-CTS Resized || 0
|-
| Via-to-Cell Ratio || 5.725
|-
| Grt total ovfl || 0
|-
| Max-capacitance violation count || 0
|-
| Number of buffers inserted by post-CTS setup repair || 0
|-
| Number of port buffers || 39
|-
| Via count of the first global-routing pass || 3,966
|-
| Warnings from Yosys || 4
|-
| Vertical extent of the die || 96.72 microns
|-
| Hold path start || x[9]
|-
| Syn Area/Cell || 7.616 sq um
|-
| Final setup vio count || 0
|-
| Sequential element share of the synthesized area || 0%
|-
| Final setup TNS || 0 ns
|-
| Overall global routing resource usage || 24.21%
|-
| Min Hold Slack || 6.754 ns
|-
| Global-route wire length before repair || 18,480 microns
|-
| Global-route track usage on met3 || 0.8088%
|-
| Layout clock buffers || 0
|-
| M1 GR Usage || 32.92%
|-
| Worst endpoint required time || 10.80 ns
|-
| Floorplan row count || 34
|-
| Hold buffers post-CTS || 0
|-
| Cell repeated most along the worst path || sky130_fd_sc_hd__inv_1
|-
| Detail Placement HPWL || 9744 microns
|-
| Startpoint-to-endpoint class of the critical path || in2out
|-
| Unrepaired setup endpoints after global routing || false
|-
| Flop count || 0
|-
| Number of buffer and inverter stages on the critical path || 6
|-
| Floorplan utilization || 51.43%
|-
| Top-level I/O count || 39
|-
| Most common library cell in the layout ignoring fill and taps || sky130_fd_sc_hd__ha_1
|-
| Total vias in the final route || 4,179
|-
| Smallest setup slack after layout || 2.629 ns
|-
| Peak per-stage delay on the critical path || 0.68 ns
|-
| Number of failing hold endpoints at the final stage || 0
|-
| OpenROAD warning count || 55
|-
| Share of the cycle needed by the critical path after routing || 80.52%
|-
| Nature of the critical path startpoint || primary input
|-
| Combined area of all synthesized cells || 4486 sq um
|-
| Yosys stat cell total || 589
|-
| Most crowded layer after global routing || met2
|-
| Cells after Synth || 589
|-
| DRT Wirelength || 11,110 microns
|-
| Final non-filler cell area || 4985 sq um
|-
| Number of remaining DRC errors || 0
|-
| Met2 track utilization from global routing || 40.74%
|-
| Overall chip area || 9354 sq um
|-
| Worst supply voltage drop on vdd || 0.07349 mV
|-
| Antenna-violating nets left || 0
|-
| Flip-flop and latch area || 0 sq um
|-
| Pin count of the biggest net entering global routing || 17
|-
| Cells on Worst Hold Path || 7
|-
| Largest fanout of any net on the critical path || 8
|-
| Pre-CTS setup slack || 2.619 ns
|-
| FMAX || 0.09199 GHz
|-
| Final weighted congestion of routability-driven global placement || 0.9295
|-
| Static power due to leakage || 2.297 nW
|-
| Outcome || completed
|-
| Core Footprint || 8721 sq um
|-
| Tightest slew margin relative to the limit || 53.37%
|-
| Shortest period the worst path allows || 10.87 ns
|-
| Top cell family by delay on the critical path || adder cells
|-
| Cell area after placement || 4985 sq um
|-
| Count of inserted antenna diode cells || 0
|-
| Max Transition Viols Final || 0
|-
| Routed length per placed instance || 15.22 microns
|-
| Share of final-layout standard cells stronger than drive strength 1 || 4.341%
|-
| Destination of the worst hold path || draw
|-
| DR iter-0 viols || 142
|-
| Leading cell types in the layout, fill and taps excluded || 117 x sky130_fd_sc_hd__ha_1, 63 x sky130_fd_sc_hd__inv_1, 44 x sky130_fd_sc_hd__xnor2_1, 42 x sky130_fd_sc_hd__nor2_1, 41 x sky130_fd_sc_hd__a21oi_1
|-
| Data arrival, critical path || 8.17 ns
|-
| TritonRoute pass-1 iters || 4
|-
| Ratio of total power to cell area || 158.9 nW/um^2
|-
| Initial antenna violation count || 0
|}
## layout make-up
cell class,instances,area (sq um)
multi-input cells,512,4178
fillers,813,3736
repair buffers,43,420.4
inverters,67,251.5
well taps,108,135.1
## worst min-delay path, cell delays in order
cell	delay, ns
sky130_fd_sc_hd__clkdlybuf4s50_1	0.41
sky130_fd_sc_hd__o21ai_0	0.07
sky130_fd_sc_hd__o21ai_0	0.08
sky130_fd_sc_hd__o2111ai_1	0.12
sky130_fd_sc_hd__a221o_1	0.20
sky130_fd_sc_hd__o31ai_2	0.09
sky130_fd_sc_hd__clkdlybuf4s50_1	0.39
## Yosys cell counts, drive strengths merged, types with 3 or more instances
| master | instances | area share (%) |
|---|---|---|
| ha | 117 | 33 |
| inv | 66 | 5.5 |
| xnor2 | 45 | 9.2 |
| o21ai | 43 | 5.0 |
| nor2 | 42 | 3.5 |
| a21oi | 41 | 4.6 |
| nand2 | 26 | 2.2 |
| nor3 | 18 | 2.0 |
| xor2 | 16 | 3.5 |
| nor2b | 13 | 1.8 |
| nand3 | 12 | 1.3 |
| nand4 | 12 | 1.7 |
| a211oi | 10 | 2.1 |
| a21o | 9 | 1.5 |
| o21bai | 9 | 1.5 |
| o211ai | 8 | 1.3 |
| o21a | 7 | 1.2 |
| a31oi | 6 | 0.84 |
| buf | 6 | 0.92 |
| o31ai | 6 | 1.1 |
| or3 | 6 | 0.84 |
| fa | 5 | 2.2 |
| nor4 | 5 | 0.70 |
| and2 | 4 | 0.56 |
| clkbuf | 4 | 0.33 |
| mux2i | 4 | 0.89 |
| nand2b | 4 | 0.56 |
| a221oi | 3 | 0.73 |
| nor3b | 3 | 0.50 |
| o2111ai | 3 | 0.98 |
## how the worst max path moves through the flow
stage	startpoint	end	slack [ns]	cells past startpoint
4_1_cts	x[0]	draw	2.61	26
6_report	x[0]	draw	2.63	26
5_1_grt	x[0]	draw	2.13	26
## logic make-up (layout without fill, tap and decap cells)
group	Yosys count	after routing	synth area share [%]
AND/OR/NAND/NOR	155	155	17.74
AND-OR/OR-AND	168	168	26.25
multiplexers	4	4	0.8926
adder cells (fa/ha/maj)	123	123	35.09
XOR/XNOR	62	62	13.17
buffers and inverters	77	110	6.862
## routing by layer
metal  share of wire [%]  vias up
li1                    -     2216
met1                  49     1851
met2                  44       82
met3                 2.2       30
met4                 4.7        0
met5                   0        -
## metrics by stage
stage                     utilization, %  instances  total power (W)
after floorplan                        -        589        0.0006019
after global placement             57.16        730        0.0007822
after detailed placement           57.16        730        0.0007869
after CTS                          57.16        730        0.0007910
after global routing               57.16        730        0.0008963
final                              57.16        730        0.0007922
## power by group
group	leakage (nW)	switching, W	internal [W]	total, W
sequential	0	0	0	0
clock	0	0	0	0
combinational	2.30	0.000457	0.000336	0.000792
No activity file was given, so power comes from the tool's default toggle rates.
