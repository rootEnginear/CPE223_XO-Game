**design/flow/design.v**
```verilog
`timescale 1ns / 1ps
module square(
    input [9:0] scan_x,
    input [8:0] scan_y,
    input [31:0] x,
    input [31:0] y,
    input [9:0] width,
    input [8:0] height,
    output draw
    );
    assign draw = (scan_x > x) & (scan_x < x + width) & (scan_y > y) & (scan_y < y + height);
endmodule
`timescale 1ns / 1ps
module tie_text(
    input [9:0] scan_x,
    input [8:0] scan_y,
    input [9:0] x,
    input [8:0] y,
    output draw
    );
    wire t1,t2,i,e1,e2,e3,e4;
    wire [9:0] x_shift = scan_x - x;
    wire [8:0] y_shift = scan_y - y;
    square T1 (scan_x, scan_y, x, y, 100, 8, t1);
    square T2 (scan_x, scan_y, x+47, y, 8, 103, t2);
    square I (scan_x, scan_y, x+120, y, 8, 103, i);
    square E1 (scan_x, scan_y, x+165, y, 8, 103, e1);
    square E2 (scan_x, scan_y, x+165, y, 69, 8, e2);
    square E3 (scan_x, scan_y, x+165, y+48, 70, 8, e3);
    square E4 (scan_x, scan_y, x+165, y+95, 70, 8, e4); 
    assign draw = t1|t2|i|e1|e2|e3|e4;           
endmodule
```
**design/flow/run.sh**
```bash
#!/bin/bash
# OpenROAD 26Q1-2900-gdf79404cd8, Yosys 0.63+post, stock flow scripts
make -C /OpenROAD-flow-scripts/flow DESIGN_CONFIG=/design/flow/config.mk WORK_HOME=/design/flow/orfs finish
```
**design/flow/config.mk**
```make
export PLATFORM = sky130hd
export DESIGN_NAME = tie_text
export DESIGN_NICKNAME = tie_text
export VERILOG_FILES = /design/flow/design.v
export SDC_FILE = /design/flow/constraint.sdc
export NUM_CORES = 4
export LEC_CHECK = 1
export CORE_UTILIZATION = 30
```
**design/flow/constraint.sdc**
```tcl
current_design tie_text

set clk_period 9.1
set clk_io_pct 0.2

create_clock -name clk0 -period $clk_period

set non_clock_inputs [all_inputs -no_clocks]
set_input_delay [expr $clk_period * $clk_io_pct] -clock clk0 $non_clock_inputs
set_output_delay [expr $clk_period * $clk_io_pct] -clock clk0 [all_outputs]
```
==> results.py <==
# Metrics from the implementation run
metrics = {
    "power": {
        "p_per_area_mw_per_mm2": 67.8,
        "power.leakage_nw": 2.45,
        "total_power_uw": 371,
        "vdd_drop_max_uv": 21.4,
    },
    "timing": {
        "setup_tns_ps": 0,
        "setup_violations": 0,
        "fin_worst_hold_slack_ps": 5050,
        "max_freq_ghz": 0.121,
        "finalHoldViolCount": 0,
        "worstMarginPinSlew_ps": 760,
        "finalMaxSlewViolations": 0,
        "rsz0062_at_grt": "no",
        "min_period_ps": 8240,
        "slew_headroom": 0.490,
        "finalClockPeriodUsage": 0.906,
    },
    "job": {
        "openroad.warnings": 61,
        "maxCapViolCount": 0,
    },
    "worst_setup_path": {
        "slowest_stage": "clkdlybuf4s50_1",
        "critPathMaxStageDelay_ps": 700,
        "crit_type": "in -> out",
        "startpoint_type": "input port",
        "path_cells": "clkdlybuf4s50_1 > inv_1 > ha_1 > a21o_1 > xnor2_1 > ha_1 > nand2_1 > o21ai_0 > xnor2_1 > ha_1 > o2111ai_1 > a21oi_1 > a2111oi_0 > o21bai_1 > a221o_1 > o211ai_2 > clkdlybuf4s50_1",
        "crit_arrival_ps": 6420,
        "worst-path-max-fanout": 9,
        "path_common_cell": "ha_1",
        "critPathBufInv": 3,
        "crit_family": "AND-OR/OR-AND gates",
        "crit_path_end_kind": "output pin",
        "cp.required_ps": 7280,
    },
    "synth": {
        "synthesis.area_sq_mm": 0.00486,
        "yosysChipArea_sq_mm": 0.00486,
        "ys_seq_frac": 0,
        "ys_warn_count": 20,
        "syn_avg_cell_area_sq_um": 7.71,
        "yosys_cells": 630,
        "synth_cell_types": 59,
        "syn_inst": 630,
    },
    "floorplan": {
        "core_sq_mm": 0.0158,
        "initCoreUtil": 0.307,
        "die_w_um": 129,
        "die_area_sq_mm": 0.0167,
        "io_pins": 39,
        "fp-row-count": 46,
        "die_h_um": 129,
    },
    "finish": {
        "layout.cells.non_filler": 872,
        "most-common-layout-cells": "155 x ha_1, 73 x xnor2_1, 45 x inv_1",
        "final_cell_area_sq_mm": 0.00547,
        "layout_top_cell": "ha_1",
        "flop-count": 0,
        "ff_latch_area_sq_um": 0,
        "layout-drive-gt1-share": 0.0198,
        "nClkBuffers": 0,
        "area_growth_pct": 12.5,
    },
    "clocking": {
        "ctsHoldBuffers": 0,
        "cts_resized": 0,
        "cts_setup_buffers": 0,
    },
    "global_route": {
        "antenna_found_initial": 0,
        "grt_pass1_vias": 4429,
        "grt_overflow": 0,
        "grt_first_pass_wirelength_um": 21600,
        "grt_use_total": 0.162,
        "grt_max_degree": 16,
    },
    "route": {
        "drt-met1-wl_um": 6240,
        "wl_met2_um": 5920,
        "wl_um": 12800,
        "drt_first_pass_iters": 4,
        "ant_nets": 0,
        "drc": 0,
        "drt-initial-drc-count": 190,
        "n_antenna_cell": 0,
        "vias_per_cell": 5.13,
        "topRoutingLayerUsed": "met4",
        "wl_per_cell_um": 14.6,
        "vias": 4469,
        "wl_met3_um": 200,
    },
    "outcome": {
        "status": "finished, final reports clean",
    },
    "placed_design": {
        "gp_congestion": 0.893,
        "dpl.hpwl_um": 10600,
        "io_buffers": 39,
        "dp.cells": 872,
        "placedInstanceArea_sq_mm": 0.00547,
    },
    "worst_hold_path": {
        "hold_path_class": "in -> out",
    },
}
-- cells by family (layout without fill, tap and decap cells) --
group           Yosys count  in the layout  share of synthesized area
simple gates            161            161                      0.171
xor+xnor                 84             84                      0.153
compound gates          165            165                      0.223
fa+ha+maj               155            155                      0.399
buf+inv                  64             90                     0.0515
mux                       1              1                    0.00206
-- report_power, final --
| part | internal (mW) | switching, mW |
|---|---|---|
| clock | 0 | 0 |
| sequential | 0 | 0 |
| combinational | 0.166 | 0.204 |
| total | 0.166 | 0.204 |
-- layer usage --
layer	up-vias	GRT usage
met5	-	0
met1	2018	0.218
met4	0	0.0457
met2	66	0.285
met3	22	0.00336
li1	2363	-
-- cell usage after synthesis (3+ instances only) --
library cell	instances	area share
or4_1	3	0.0046
o31ai_1	4	0.0062
nor2_1	34	0.026
o22ai_1	6	0.0077
nor3b_1	4	0.0062
inv_1	45	0.035
nand2_1	35	0.027
o21a_1	11	0.017
nand4_1	7	0.0090
a21oi_1	37	0.038
a211oi_1	6	0.0093
nand4b_1	3	0.0054
a21boi_0	3	0.0046
inv_2	4	0.0031
xnor2_1	73	0.13
clkbuf_1	12	0.0093
o21ai_0	36	0.037
nor2b_1	9	0.012
a21o_1	15	0.023
nand3b_1	3	0.0046
nand2b_1	5	0.0064
a31oi_1	7	0.0090
o2111ai_1	6	0.011
o211ai_1	8	0.012
nand3_1	22	0.023
o21ai_1	3	0.0031
xor2_1	10	0.018
ha_1	155	0.40
or3_1	6	0.0077
o21bai_1	4	0.0062
nor3_1	18	0.019
-- final timing paths --
check                  end  depth (start not counted)  slack (ps)  start
worst max-delay path  draw                         17         860   x[2]
worst min-delay path  draw                          6        5050   y[7]
-- metrics by stage --
stage / worst slack [ps] / util
finish: 857 / 0.345
global route: 460 / 0.345
CTS: 836 / 0.345
detailed placement: 852 / 0.345
global placement: 871 / 0.345
floorplan: 2490 / -
-- final cells by class --
class,count,area [sq um]
Multi-Input combinational cell,566,4610
Timing Repair Buffer,41,405
Inverter,49,184
Tap cell,216,270
Fill cell,1622,10400
No activity file was given, so power comes from the tool's default toggle rates.
