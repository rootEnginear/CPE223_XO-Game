==> ./design.v <==
`timescale 1ns / 1ps
module board_renderer(
    input [9:0] x,
    input [8:0] y,
    input [17:0] data,
    input is_ended,
    output [3:0] r,
    output [3:0] g,
    output [3:0] b
    );
    wire h1, h2, v1, v2, v1_mask, v2_mask, game_table;
    wire [8:0] w_is_checked = data[17:9];
    wire [8:0] w_sign = data[8:0];        
    wire w_cross, w_nought;
    wire w_cross_0, w_nought_0, w_cross_1, w_nought_1, w_cross_2, w_nought_2, w_cross_3, w_nought_3, w_cross_4, w_nought_4, w_cross_5, w_nought_5, w_cross_6, w_nought_6, w_cross_7, w_nought_7, w_cross_8, w_nought_8;
    square HORZ_LINE_1 (x,y,40,162,560,10,h1);
    square HORZ_LINE_2 (x,y,40,303,560,10,h2);
    square VERT_LINE_1 (x,y,216,40,10,400,v1);
    square VERT_LINE_2 (x,y,414,40,10,400,v2);
    square VERT_LINE_1_MASK (x,y,216,170,10,135,v1_mask);
    square VERT_LINE_2_MASK (x,y,414,170,10,135,v2_mask);
    assign game_table = h1 | h2 | (v1^(v1_mask&is_ended)) | (v2^(v2_mask&is_ended));
    cross  CROSS_0  (x,y,50,50,w_cross_0);
    nought NOUGHT_0 (x,y,50,50,w_nought_0);
    cross  CROSS_1  (x,y,242,50,w_cross_1);
    nought NOUGHT_1 (x,y,242,50,w_nought_1);
    cross  CROSS_2  (x,y,434,50,w_cross_2);
    nought NOUGHT_2 (x,y,434,50,w_nought_2);
    cross  CROSS_3  (x,y,50,187,w_cross_3);
    nought NOUGHT_3 (x,y,50,187,w_nought_3);
    cross  CROSS_4  (x,y,242,187,w_cross_4);
    nought NOUGHT_4 (x,y,242,187,w_nought_4);
    cross  CROSS_5  (x,y,434,187,w_cross_5);
    nought NOUGHT_5 (x,y,434,187,w_nought_5);
    cross  CROSS_6  (x,y,50,324,w_cross_6);
    nought NOUGHT_6 (x,y,50,324,w_nought_6);
    cross  CROSS_7  (x,y,242,324,w_cross_7);
    nought NOUGHT_7 (x,y,242,324,w_nought_7);
    cross  CROSS_8  (x,y,434,324,w_cross_8);
    nought NOUGHT_8 (x,y,434,324,w_nought_8);
    assign w_cross =
        (w_cross_0 & w_is_checked[0] & ~w_sign[0]) |
        (w_cross_1 & w_is_checked[1] & ~w_sign[1]) |
        (w_cross_2 & w_is_checked[2] & ~w_sign[2]) |
        (w_cross_3 & w_is_checked[3] & ~w_sign[3]) |
        (w_cross_4 & w_is_checked[4] & ~w_sign[4]) |
        (w_cross_5 & w_is_checked[5] & ~w_sign[5]) |
        (w_cross_6 & w_is_checked[6] & ~w_sign[6]) |
        (w_cross_7 & w_is_checked[7] & ~w_sign[7]) |
        (w_cross_8 & w_is_checked[8] & ~w_sign[8]);
    assign w_nought =
        (w_nought_0 & w_is_checked[0] & w_sign[0]) |
        (w_nought_1 & w_is_checked[1] & w_sign[1]) |
        (w_nought_2 & w_is_checked[2] & w_sign[2]) |
        (w_nought_3 & w_is_checked[3] & w_sign[3]) |
        (w_nought_4 & w_is_checked[4] & w_sign[4]) |
        (w_nought_5 & w_is_checked[5] & w_sign[5]) |
        (w_nought_6 & w_is_checked[6] & w_sign[6]) |
        (w_nought_7 & w_is_checked[7] & w_sign[7]) |
        (w_nought_8 & w_is_checked[8] & w_sign[8]);
    assign r = {4{game_table}} | {4{w_cross}};
    assign g = {4{game_table}};
    assign b = {4{game_table}} | {4{w_nought}};
endmodule
`timescale 1ns / 1ps
module cross(
    input [9:0] scan_x,
    input [8:0] scan_y,
    input [9:0] x,
    input [8:0] y,
    output draw
    );
    localparam THICKNESS = 7;
    wire w_bound;
    wire [9:0] x_shift = scan_x - x;
    wire [8:0] y_shift = scan_y - y;
    square CROSS_BOUND (scan_x,scan_y,x+26,y,103,103,w_bound);  
    assign draw = w_bound & (
        ((y_shift+26+THICKNESS > x_shift) & (y_shift+26-THICKNESS < x_shift)) |
        ((y_shift+x_shift > 129-THICKNESS) & (y_shift+x_shift < 129+THICKNESS))
    );
endmodule
`timescale 1ns / 1ps
module nought(
    input [9:0] scan_x,
    input [8:0] scan_y,
    input [9:0] x,
    input [8:0] y,
    output draw
    );
    wire w_bound, w_h1, w_h2, w_v1, w_v2;
    wire [9:0] x_shift = scan_x - x;
    wire [8:0] y_shift = scan_y - y;
    square NOUGH_BOUND (scan_x,scan_y,x+26,y,103,103,w_bound);
    square H1 (scan_x,scan_y,x+56,y,40,10,w_h1);
    square H2 (scan_x,scan_y,x+59,y+93,36,10,w_h2);
    square V1 (scan_x,scan_y,x+26,y+30,10,40,w_v1);
    square V2 (scan_x,scan_y,x+119,y+32,10,38,w_v2);
    assign draw = w_bound & (
    w_h1 | w_h2 | w_v1 | w_v2 |
    ((y_shift > x_shift+34) & (y_shift < x_shift+48)) |
    ((y_shift+86 < x_shift) & (y_shift+100 > x_shift)) |
    ((y_shift+x_shift > 54) & (y_shift+x_shift < 68)) |
    ((y_shift+x_shift > 188) & (y_shift+x_shift < 202))
    );
endmodule
`timescale 1ns / 1ps
module square(
    input [9:0] scan_x,
    input [8:0] scan_y,
    input [31:0] x,
    input [31:0] y,
    input [9:0] width,
    input [8:0] height,
    output draw
    );
    assign draw = (scan_x > x) & (scan_x < x + width) & (scan_y > y) & (scan_y < y + height);
endmodule
==> ./run.sh <==
#!/bin/bash
# OpenROAD 26Q1-2900-gdf79404cd8, Yosys 0.63+post, stock flow scripts
make -C /OpenROAD-flow-scripts/flow DESIGN_CONFIG=/design/flow/config.mk WORK_HOME=/design/flow/orfs finish
==> ./config.mk <==
export PLATFORM = sky130hd
export DESIGN_NAME = board_renderer
export DESIGN_NICKNAME = board_renderer
export VERILOG_FILES = /design/flow/design.v
export SDC_FILE = /design/flow/constraint.sdc
export NUM_CORES = 4
export LEC_CHECK = 1
export CORE_UTILIZATION = 30
==> ./constraint.sdc <==
current_design board_renderer

set clk_period 13.0
set clk_io_pct 0.2

create_clock -name clk0 -period $clk_period

set non_clock_inputs [all_inputs -no_clocks]
set_input_delay [expr $clk_period * $clk_io_pct] -clock clk0 $non_clock_inputs
set_output_delay [expr $clk_period * $clk_io_pct] -clock clk0 [all_outputs]
==> flow_metrics.py <==
# Generated from Yosys and OpenROAD reports
metrics = {
    "drt": {
        "initialDrtViolationCount": 1443,
        "viasPerCell": 5.86,
        "routedWlPerCell_um": 21.6,
        "ant_nets": 0,
        "diodes": 0,
        "wl_um": 52200,
        "vias": 14100,
        "drtPass1Iterations": 6,
        "post-route-drc-count": 0,
    },
    "logic_synthesis": {
        "area_leaders": "ha_1 (31%), xnor2_1 (7.9%), a21oi_1 (4.9%)",
        "ys_types": 93,
        "yosys.area.top_type_share_pct": 31.3,
        "top_area_cell": "ha_1",
        "synthCells": 1796,
        "yosysWarnings": 63,
        "synth_area_um2": 13200,
        "yosysCellCount": 1796,
        "synth_area_per_cell_um2": 7.37,
        "ys_area_um2": 13200,
        "ys_seq_share_pct": 0,
    },
    "timing": {
        "hold_violations": 0,
        "final.min_clock_period_ns": 12.14,
        "setup_viol": 0,
        "max_clock_freq_ghz": 0.0824,
        "maxSlewViolCount": 0,
        "slew_headroom_pct": 36.8,
        "final.period_utilization_pct": 93.4,
        "worst_pin_slew_ns": 0.948,
        "rsz0062_at_grt": "no",
        "fin_setup_tns_ns": 0,
    },
    "final_layout": {
        "stdcell_count": 2411,
        "lay_top_count": "ha_1",
        "final_layout_size_suffix_gt1_share_pct": 5.26,
        "finish.utilization_pct": 33.6,
        "area_delta_synth_final_pct": 9.81,
        "seq_area_um2": 0,
        "seq_cell_count": 0,
        "final_cell_mix": "ha_1 (331), nor2_1 (137), a21oi_1 (131), xnor2_1 (115), nand2_1 (94)",
        "clock_buffers": 0,
    },
    "floorplan": {
        "ios": 50,
        "initial_utilization_pct": 30.6,
        "core_um2": 43300,
        "die_height_um": 212,
        "die_width_um": 212,
        "num_rows": 76,
        "dieArea_um2": 45000,
    },
    "critical_path": {
        "cp_data_arrival_time_ns": 9.54,
        "cp.required_ns": 10.40,
        "worstPathMaxFanout": 14,
        "crit_path_end_kind": "primary output",
        "cp-start-kind": "input pin",
        "path_class": "in2out",
    },
    "power": {
        "comb_power_share_pct": 100.0,
        "power_frac_clock_pct": 0,
        "pwr_density_cell_nw_per_um2": 85.5,
        "p_switching_uw": 753,
        "swShare_pct": 60.5,
        "ir_drop_uv": 23.3,
        "internal_power_uw": 491,
        "leakagePower_nw": 6.23,
        "p_seq_share_pct": 0,
    },
    "grt": {
        "grt_pass1_vias": 12900,
        "grt_max_degree": 33,
        "gr-total-overflow": 0,
        "grt_use_total_pct": 23.5,
        "grt_pass1_wl_um": 78500,
        "antenna_found_initial": 0,
    },
    "placed_design": {
        "port_buffers": 50,
        "place.gp.congestion": 1.08,
        "dp_cells": 2411,
        "dp_hpwl_um": 42500,
    },
    "min_path": {
        "hold_class": "in2out",
    },
    "clock_network": {
        "cts_resized": 0,
        "postCtsHoldBufs": 0,
        "postCtsSetupRepairBufs": 0,
    },
    "job": {
        "maxCapViolations": 0,
        "tool_warnings": 68,
    },
    "status": {
        "status": "finished clean",
    },
}
## critical path, stage by stage
cell	delay, ns
clkdlybuf4s50_1	0.85
inv_1	0.37
ha_1	0.39
a21oi_1	0.45
xnor2_1	0.21
buf_4	0.25
ha_1	0.25
xor2_1	0.17
ha_1	0.26
or2_2	0.27
a21oi_1	0.16
a21oi_1	0.09
a21o_1	0.22
a2111oi_0	0.75
o221ai_1	0.29
a211oi_1	0.43
o2111ai_1	0.30
or4_1	0.74
clkdlybuf4s50_1	0.47
## per-stage QoR
step	power (mW)	hold WS [ns]	instance area, µm²	setup WS (ns)
after detailed placement	1.21	6.61	14500	1.16
after global routing	1.39	6.70	14500	0.631
after floorplan	0.890	5.40	13200	3.24
after global placement	1.20	6.60	14500	1.11
final	1.24	6.60	14500	0.863
after CTS	1.22	6.61	14500	1.14
## path summary, 6_finish.rpt
path                  slack, ns   end      from  cells past startpoint
worst max-delay path       0.86  b[3]      y[2]                     19
worst min-delay path       6.60  g[1]  is_ended                      6
## Yosys cell counts (all sizes together), types with 45 or more instances
cell	number
nand4	48
o21ai	92
inv	91
nor3	64
nor2	137
nand3	78
xor2	54
a21o	45
a21oi	132
ha	331
nand2	96
xnor2	122
## metal layers
metal	global-route usage, %	routed length (µm)
met1	34.6	23700
met2	34.4	21300
met3	4.59	5280
met4	6.90	1860
met5	0	0
## power groups by stage
stage | Combinational, mW | Sequential (mW) | Clock, mW
CTS | 1.22 | 0 | 0
global route | 1.39 | 0 | 0
finish | 1.24 | 0 | 0
## cell type report
class | count | area (µm²)
timing repair buffer | 96 | 846
multi-input combinational | 1634 | 12600
inverter | 96 | 360
tap | 585 | 732
fill | 4535 | 28700
## logic make-up (layout without fill, tap and decap cells)
family | Yosys count | in the layout | share of synthesized area, %
mux | 13 | 13 | 1.34
xor+xnor | 176 | 176 | 12.0
buf+inv | 162 | 192 | 5.16
fa+ha+maj | 334 | 334 | 31.7
simple gates | 595 | 595 | 23.4
compound gates | 516 | 516 | 26.3
Power figures rest on the tool's default switching activity, not on a simulated workload.
